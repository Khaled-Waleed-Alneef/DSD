File: flow/config.mk
export PLATFORM = sky130hd
export DESIGN_NAME = seven_seg_decoder
export DESIGN_NICKNAME = seven_seg_decoder
export VERILOG_FILES = /design/flow/design.v
export SDC_FILE = /design/flow/constraint.sdc
export NUM_CORES = 4
export LEC_CHECK = 1
export CORE_AREA = 10 10 70 70
export DIE_AREA = 0 0 80 80
File: flow/constraint.sdc
current_design seven_seg_decoder

set clk_period 1.2
set clk_io_pct 0.2

create_clock -name clk0 -period $clk_period

set non_clock_inputs [all_inputs -no_clocks]
set_input_delay [expr $clk_period * $clk_io_pct] -clock clk0 $non_clock_inputs
set_output_delay [expr $clk_period * $clk_io_pct] -clock clk0 [all_outputs]
File: flow/run.sh
#!/bin/bash
# OpenROAD 26Q1-2900-gdf79404cd8, Yosys 0.63+post, stock flow scripts
make -C /OpenROAD-flow-scripts/flow DESIGN_CONFIG=/design/flow/config.mk WORK_HOME=/design/flow/orfs finish
File: flow/design.v
module seven_seg_decoder(input  wire [3:0] bin,output reg  [6:0] seg);
logic w,x,y,z;
assign w = bin[3];
assign x = bin[2];
assign y = bin[1];
assign z = bin[0];
assign seg[0] = (~w&x&~y&~z) | (~w&~x&~y&z) | (w&x&~y&z) | (w&~x&y&z);
assign seg[1] = (w&x&~z) | (w&y&z) | (~w&x&~y&z) | (x&y&~z);
assign seg[2] = (~w&~x&y&~z) | (w&x&~y&~z) | (w&x&y);
assign seg[3] =(~w&~x&~y&z) | (~w&x&~y&~z) | (w&~x&y&~z) | (x&y&z);
assign seg[4] = (~w&z) | (~w&x&~y&~z) | (w&~x&~y&z);
assign seg[5] = (~w&~x&y) | (~w&~x&~y&z) | (~w&x&y&z) | (w&x&~y&z);
assign seg[6] = (~w&~x&~y) | (w&x&~y&~z) | (~w&x&y&z);
endmodule
==> flow_summary.ini <==
; flow metrics
[worst_setup_path]
criticalPathCategory = in -> out
critPathArrivalTime_ps = 1080
worstPathMaxFanout = 5
required_time_of_the_worst_setup_path_ps = 960
path_cells = buf_8, buf_6, buf_6, nor3b_4, buf_4, a31oi_4, o21ai_1, buf_2
worst_path_largest_cell_delay_ps = 180
path_common_cell = sky130_fd_sc_hd__buf_6
cp_slowest_cell = sky130_fd_sc_hd__nor3b_4
critPathLaunchType = input pin
cp-end-kind = output port

[floorplanning]
fp.dieW_um = 80
die_h_um = 80
chip_area_um2 = 6400
initCoreUtil_pct = 5.97
i_o_pins = 11
placeableCoreArea_um2 = 3420
total_number_of_placement_rows = 21

[synthesis]
cell_area_after_synthesis_um2 = 204
synthesis.yosys.warnings = 7
ys_seq_share_pct = 0
mean_syn_cell_area_um2 = 6.58
synth-cells-yosys = 31
post_synth_main_area_contributors = sky130_fd_sc_hd__nor3b_2 (12%), sky130_fd_sc_hd__buf_4 (11%), sky130_fd_sc_hd__a21oi_1 (9.8%)
synthDistinctLibCells = 18
yosys_chip_area_um2 = 204
syn-instance-count = 31
synth_area_leader_cell = sky130_fd_sc_hd__nor3b_2
post-synth-top-area-fraction_pct = 12.3

[sta]
least_setup_slack_across_all_paths_after_layout_ps = -124
hold_viol = 0
max-slew-margin-rel_pct = 88.9
grt_setup_unrepaired = true
finalSetupViolCount = 6
fmaxAchievable_mhz = 755
slew_violations = 0
setup_tns_ps = -405
finalCritPeriodShare_pct = 110
worst_margin_slew_ps = 161
final.min_clock_period_ps = 1320

[place]
placed_cells = 92
dp_hpwl_um = 608
placement.io_buffers = 11
gp_congestion = 0.663

[finish]
final_cell_mix = sky130_fd_sc_hd__buf_4 (17), sky130_fd_sc_hd__buf_6 (5), sky130_fd_sc_hd__buf_2 (5)
mostFrequentLayoutCell = sky130_fd_sc_hd__buf_4
ff_count = 0
post_route_cells_drive_above_1_share_pct = 71.7
nClkBuffers = 0
flow.area_growth_from_synthesis_pct = 188
stdcell_count = 106
ff_latch_area_um2 = 0

[job]
tool_warnings = 34
maxCapViolCount = 0

[routing]
wl_met1_um = 414
detailroute.wirelength.met3_um = 42
drc_errors = 0
drtAntennaViolNets = 0
avgViaCountPerCell = 3.20
drt_wl_total_um = 951
num_vias = 339
highest_layer = met3
first_iter_violations = 9
dr_wl_met2_um = 494
dr_pass1_iterations = 3
routed_wire_length_per_instance_um = 8.97
route.antenna.diode_count = 0

[grt]
number_of_antenna_violations_at_the_first_check_in_global_routing = 0
grtUsageTotal_pct = 2.77
grt.overflow.total = 0
grt_pass1_wl_mm = 1.52
pin_count_of_the_biggest_net_entering_global_routing = 13
via_count_of_the_first_global_routing_pass = 328

[status]
outcome = complete, but fails checks
violated_checks = setup timing

[cts]
holdBufCountCts = 0

[pwr]
power_density_nw_per_um2 = 316
p_leak_uw = 0.000269
worst_case_vdd_ir_drop_mv = 0.0530

[worst_hold_path]
hold_path.class = in -> out
[synthesized netlist by cell type]
cell type and count:
sky130_fd_sc_hd__a21oi_1 4, sky130_fd_sc_hd__buf_4 3, sky130_fd_sc_hd__nor3_1 3, sky130_fd_sc_hd__o21ai_1 3, sky130_fd_sc_hd__mux2i_1 2, sky130_fd_sc_hd__nand2b_1 2
sky130_fd_sc_hd__nor3b_2 2, sky130_fd_sc_hd__o21ai_0 2, sky130_fd_sc_hd__a21o_1 1, sky130_fd_sc_hd__a31oi_1 1, sky130_fd_sc_hd__and3b_1 1, sky130_fd_sc_hd__and4_1 1
sky130_fd_sc_hd__buf_2 1, sky130_fd_sc_hd__inv_1 1, sky130_fd_sc_hd__nand2_1 1, sky130_fd_sc_hd__nand3_1 1, sky130_fd_sc_hd__or3_1 1, sky130_fd_sc_hd__xor2_1 1
[final timing paths]
check	slack [ps]	endpoint	cells past startpoint	startpoint
worst max-delay path	-120	seg[5]	8	bin[2]
worst min-delay path	830	seg[5]	4	bin[3]
[logic make-up after synthesis]
| family | Yosys count | share of synthesized area, % |
|---|---|---|
| simple gates | 12 | 41.7 |
| buf+inv | 5 | 15.3 |
| xor+xnor | 1 | 4.30 |
| mux | 2 | 9.82 |
| compound gates | 11 | 28.8 |
[routing by layer]
layer / track usage [%] / vias up
met3: 0.455 / 0
li1: - / 176
met4: 0 / 0
met1: 3.63 / 157
met2: 4.90 / 6
met5: 0 / -
[worst max-delay path, delay by kind of cell]
kind | cells | cell delay (ps)
buf+inv | 5 | 570
compound gates | 2 | 90
simple gates | 1 | 180
[repair_timing]
action                     in CTS  in global routing
setup endpoints to repair       7                  7
resized                        51                 15
buffers inserted               10                  3
pin swaps                       7                  5
cloned                          0                  1
[metrics by stage]
stage                     setup slack (ps)  instance area [um^2]  hold slack [ps]  util, %  power [uW]
after floorplan                        163                   204              578        -        53.5
after global placement                -935                   404             1600     11.8         130
after detailed placement              -967                   404             1610     11.8         131
after CTS                             -128                   490              849     14.4         152
after global routing                  -206                   587              860     17.2         206
final                                 -124                   587              834     17.2         185
[area by class of cell]
cell class | count | area (um^2)
Multi-Input combinational cell | 26 | 231
Timing Repair Buffer | 33 | 294
Tap cell | 46 | 57.6
Inverter | 1 | 3.75
Fill cell | 385 | 2830
[power by group]
part	total, uW	internal, uW	switching, uW
registers	0	0	0
logic	185	117	68.6
clock network	0	0	0
total	185	117	68.6
No activity file was given, so power comes from the tool's default toggle rates.
