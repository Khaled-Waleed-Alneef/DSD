**design.v**
```verilog
module ALU#(parameter n = 4)(
    input [n-1:0] a, 
    input [n-1:0] b, 
    input ci, 
    output reg [n:0] Q
    );
always @(*) begin
        case (ci)
            1'b0: Q <= a + b;  
            1'b1: Q <= a - b;  
            default: Q <= 0; 
        endcase
    end
endmodule
module DFF(
    input logic D,
    input logic clk,
    input logic reset,
    output logic Q
    );
always @(posedge clk or negedge reset) 
begin
    if(~reset)
        Q <= 0; 
    else
        Q <= D;
end 
endmodule
module K2 #(parameter n = 4)(
    input logic clk,
    input logic reset,
    output logic Co,
    output logic J,
    output logic C,
    output logic D0,
    output logic D1,
    output logic Sreg,
    output logic [2:0] imm,
    output logic [n-1:0] RAo,
    output logic [n-1:0] RBo,
    output logic [n-1:0] R0o,
    output logic [n-1:0] addr,
    output logic [n-1:0] ALUo,
    output logic  [7:0] ins
    );
    logic [n-1:0] MUXo;
    logic enA,enB,en0;
    logic DFFo,ANDo,ORo;
    assign imm = ins[2:0];
    assign Sreg = ins[3];
    assign D0 = ins[4];
    assign D1 = ins[5];
    assign C = ins[6];
    assign J = ins[7];
    counter c1(reset,{1'b0,imm},clk,ORo,addr);
    ROM rom1(addr,ins);
    MUX_4_bit #(n) mux1 (imm,ALUo,Sreg,MUXo);
    decoder dec1({D1,D0},{en0,enB,enA});
    reg_n_bit #(n) RA(clk,reset,enA,MUXo,RAo);
    reg_n_bit #(n) RB(clk,reset,enB,MUXo,RBo);
    reg_n_bit #(n) R0(clk,reset,en0,RAo,R0o);
    ALU #(n) alu1(RAo,RBo,imm[2],{Co,ALUo});
    DFF dff1(Co,clk,reset,DFFo);
    assign ANDo = DFFo & C;
    assign ORo = J | ANDo;
endmodule
module MUX_4_bit#(parameter n = 4)(
     input [n-2:0] a,
     input [n-1:0] b,
     input s, 
     output [n-1:0] f
     );
assign f = s? {1'b0,a}:b;
endmodule
module ROM(
    input logic [3:0] addr,
    output logic [7:0] ins
    );
    always@(*)
    begin
    case(addr)         
    4'b0000: ins <= 8'b00001000;
    4'b0001: ins <= 8'b00011001;
    4'b0010: ins <= 8'b00100000;
    4'b0011: ins <= 8'b00010000;
    4'b0100: ins <= 8'b01110000;
    4'b0101: ins <= 8'b00000000;
    4'b0110: ins <= 8'b00010100;
    4'b0111: ins <= 8'b00000100;
    4'b1000: ins <= 8'b10110010;
    default: ins = 8'bxxxxxxxx;
    endcase
    end
endmodule
module counter #(parameter n = 4)(
  input logic reset,
  input logic [n-1:0] D,
  input logic clk,
  input logic l,
  output logic [n-1:0] Q
    );
  initial
  Q = 4'b0;
    always @(posedge clk or negedge reset) begin
    if (~reset) 
        Q <= 4'b0; 
    else if (l == 1)
        Q <=  {1'b0 ,D};
    else 
        Q <=  Q + 1'b1;
end
endmodule
module decoder(
    input logic [1:0] i,
    output logic [3:0] y
    );
always@(*)
begin 
    case(i)
        2'b00: y= 4'b0001;
        2'b01: y= 4'b0010;
        2'b10: y= 4'b0100;
  default:  y = 4'bxxxx;
    endcase
end
endmodule
module reg_n_bit #(parameter n = 4)(
    input logic clk,
    input logic reset,
    input logic en,
    input logic [n-1:0] D,
    output logic [n-1:0] Q
    );
    always@(posedge clk or negedge reset)
    begin
        if(~reset)
        Q <= 0;
        else begin
        if(en == 1)
            Q <= D;
            end
    end        
endmodule
```
**run.sh**
```bash
#!/bin/bash
# OpenROAD 26Q1-2900-gdf79404cd8, Yosys 0.63+post, stock flow scripts
make -C /OpenROAD-flow-scripts/flow DESIGN_CONFIG=/design/flow/config.mk WORK_HOME=/design/flow/orfs finish
```
**config.mk**
```make
export PLATFORM = sky130hd
export DESIGN_NAME = K2
export DESIGN_NICKNAME = K2
export VERILOG_FILES = /design/flow/design.v
export SDC_FILE = /design/flow/constraint.sdc
export NUM_CORES = 4
export LEC_CHECK = 1
export CORE_AREA = 10 10 104 104
export DIE_AREA = 0 0 114 114
```
**constraint.sdc**
```tcl
current_design K2

set clk_period 4.0
set clk_io_pct 0.2

create_clock -name clk0 -period $clk_period [get_ports {clk}]

set non_clock_inputs [all_inputs -no_clocks]
set_input_delay [expr $clk_period * $clk_io_pct] -clock clk0 $non_clock_inputs
set_output_delay [expr $clk_period * $clk_io_pct] -clock clk0 [all_outputs]
```
==> run_results.csv <==
group,metric,value,unit
drt,routedWlPerCell,12.0,µm
job,warnings,29,
critical_path,worst-endpoint-arrival,2.88,ns
yosys,postSynthAreaPerCell,9.83,µm²
yosys,postSynthCellCount,113,
drt,routed_metal_1_wirelength,1.34,mm
drt,drt-total-wl,3.02,mm
yosys,yosysUniqueCellTypes,28,
final_timing,tightest_slew,0.504,ns
power_and_ir_drop,peakVddDrop,0.0843,mV
yosys,synth.top_cell.area_share,38.3,%
clocking,cts.htree.levels,1,
drt,drc,0,
critical_path,worstSetupEndpointType,"output port",
worst_hold_path,worstHoldPathCells,1,
drt,firstDrtPassIters,4,
yosys,enable_flop_cells,0,
final_timing,timing.final.hold_violations,0,
critical_path,regToRegSetupSlack,1.62,ns
clocking,post-cts-setup-buffers,0,
critical_path,worst-r2r-cell-count,7,
power_and_ir_drop,intPower,0.244,mW
yosys,synth_async_sr_flop_share,100,%
critical_path,worstSetupStartpointType,"register",
yosys,synthTopCellsByCount,"dfrtp_1 (17), inv_1 (14), buf_4 (11), ha_1 (11), nand2_1 (9)",
final_timing,fmax,0.272,GHz
final_timing,grt_setup_unrepaired,"no",
die,ioPinCount,39,
global_routing,grt_pass1_wl,4.91,mm
drt,wl_met2,1.46,mm
yosys,synthTopCellsByArea,"dfrtp_1 (38%), ha_1 (12%), buf_4 (7.4%)",
power_and_ir_drop,p_leak,0.686,nW
power_and_ir_drop,power_switching,0.0592,mW
power_and_ir_drop,combPwrFrac,1.6,%
power_and_ir_drop,pwr_density_cell,191,nW/µm²
clocking,cts-root-to-sink-buffers,2,
drt,vias_per_cell,3.22,
drt,antenna_diode_count,0,
die,fp-utilization,12.8,%
layout,layout-area-overhead-vs-synth,42.5,%
die,design.die.area,13000,µm²
clocking,cts_made_buffers,3,
global_routing,grt_usage,4.76,%
yosys,post-synth-top-area-cell,"dfrtp_1",
power_and_ir_drop,clockPowerShare,41.7,%
yosys,synth-seq-area-share,38.3,%
place,globalplace.congestion,0.837,
global_routing,grt_antenna_before_repair,0,
power_and_ir_drop,power.switching_fraction,19.5,%
global_routing,grt-ovfl-total,0,
critical_path,timing.critical_path.fanout_max,10,
critical_path,worstSetupPathType,"reg -> out",
layout,layoutNonFillerInstCount,251,
clocking,cts_hold_repair.buffers,0,
clocking,cts_num_sinks,17,
layout,final_layout_size_suffix_gt1_share,11.2,%
yosys,yosys_warnings,7,
worst_hold_path,hold_class,"reg -> reg",
critical_path,critical_path_required,3.20,ns
place,post-dp-hpwl,2.53,mm
yosys,most_instantiated_library_cell_after_synthesis,"dfrtp_1",
die,core_outline_area,8680,µm²
final_timing,layout_worst_path_cycle_share,91.9,%
drt,via_count,809,
yosys,synth_chip_area,1110,µm²
final_timing,clock-skew-final,0.00221,ns
final_timing,final-max-slew-violation-count,0,
place,port_buffers,38,
status,status,"completed",
die,die-width,114,µm
job,cap_violations,0,
drt,ant_nets,0,
die,die_y,114,µm
place,place_inst,247,
final_timing,total_negative_slack,0,ns
clocking,cts-resized-gates,0,
global_routing,number_of_global_route_vias_before_repair,871,
global_routing,largest_net_degree_at_the_start_of_global_routing,18,
clocking,clk_latency,0.25,ns
power_and_ir_drop,power_frac_seq,56.7,%
die,std_cell_rows,34,
clocking,cts_root_buffer,"clkbuf_8",
final_timing,period_minus_slack,3.68,ns
yosys,numSynthFlops,17,
final_timing,worst_slew_margin_rel,66.0,%
yosys,synth_stat.cells,113,
yosys,synth-main-ff-cell,"dfrtp_1",
final_timing,final_setup_vio_count,0,
drt,routed.top_layer,"met4",
clocking,cts_tree,"done",
yosys,mapped_area,1110,µm²
clocking,cts.reportedPaths.clkPinSlew,0.07,ns
drt,met3_length,213,µm
drt,dr.first_iter.drc_count,33,
power by group through the flow:
stage / Clock (mW) / Sequential [mW] / Combinational (mW)
after CTS: 0.133 / 0.172 / 0.00538
after global routing: 0.143 / 0.172 / 0.00582
final: 0.126 / 0.172 / 0.00490
registers in the layout, summed over array words and instances, names as in the netlist:
register / count
c1.Q: 4
dff1.Q: 1
RB.Q: 4
R0.Q: 4
RA.Q: 4
metal layers:
layer | global-route usage (%) | vias up
met2 | 8.09 | 16
met1 | 5.77 | 372
met5 | 0 | -
met4 | 0.418 | 0
met3 | 1.86 | 2
li1 | - | 419
critical path: stages (launching register included):
cell and delay (ns):
dfrtp_1 0.50, nand2_1 0.11, nor2_2 0.25, mux2_2 0.40, fa_1 0.44, inv_1 0.07
a21o_1 0.10, a21oi_1 0.07, xor2_1 0.19, clkdlybuf4s50_1 0.51
layout make-up:
cell class	instances	area [µm²]
timing repair buffer	39	388
clock buffer	4	45.0
inverter	14	52.6
multi-input combinational	69	537
fill	977	7100
sequential	17	425
tap	108	135
through the flow:
stage / area (µm²) / total power [mW] / util, % / hold slack, ns / worst slack, ns
finish: 1580 / 0.303 / 18.2 / 0.506 / 0.323
global route: 1580 / 0.320 / 18.2 / 0.536 / 0.0875
CTS: 1580 / 0.310 / 18.2 / 0.513 / 0.178
detailed placement: 1540 / 0.180 / 17.7 / 0.498 / 0.495
global placement: 1540 / 0.180 / 17.7 / 0.493 / 0.541
floorplan: 1110 / 0.175 / - / 0.450 / 1.18
kinds of logic after synthesis:
| kind of cell | after synthesis | share of synthesized area [%] |
|---|---|---|
| adders and majority gates | 12 | 14.2 |
| DFF | 17 | 38.3 |
| and+or+nand+nor | 27 | 12.2 |
| AOI/OAI and AO/OA | 17 | 9.24 |
| buffers and inverters | 27 | 13.6 |
| xor gates and xnor gates | 6 | 4.73 |
| muxes | 7 | 7.77 |
final timing paths:
check,to,start
hold reg to reg,R0.Q[3]$_DFFE_PN0P_,R0.Q[3]$_DFFE_PN0P_
min in group asynchronous,R0.Q[2]$_DFFE_PN0P_,reset
max in group asynchronous,RB.Q[3]$_DFFE_PN0P_,reset
setup reg to reg,RB.Q[2]$_DFFE_PN0P_,c1.Q[2]$_DFF_PN0_
setup / recovery,Co,c1.Q[2]$_DFF_PN0_
hold / removal,R0.Q[3]$_DFFE_PN0P_,R0.Q[3]$_DFFE_PN0P_
layout by cell type (no fill, tap or decap):
cell type,netlist,final
a21o_1,1,1
and2_4,1,1
o211ai_1,1,1
a211oi_1,1,1
xor2_1,2,2
o21ai_0,4,4
nand2b_1,2,2
buf_4,11,1
or3_4,1,1
nand3b_1,1,1
nor2b_1,2,2
fa_1,1,1
clkdlybuf4s50_1,0,38
nor2_2,0,1
nor2_1,8,7
nand2_1,9,9
mux2_2,5,5
o21a_1,1,1
clkbuf_1,0,1
nor3_1,1,1
inv_1,14,14
ha_1,11,11
nor3b_1,1,1
clkbuf_8,0,3
a31o_2,2,2
xnor2_1,4,4
and3_1,1,1
dfrtp_1,17,17
mux2_4,2,2
a21oi_1,7,7
No activity file was given, so power comes from the tool's default toggle rates.
