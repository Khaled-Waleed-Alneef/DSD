[./run.sh]
#!/bin/bash
# OpenROAD 26Q1-2900-gdf79404cd8, Yosys 0.63+post, stock flow scripts
make -C /OpenROAD-flow-scripts/flow DESIGN_CONFIG=/design/flow/config.mk WORK_HOME=/design/flow/orfs finish
[./config.mk]
export PLATFORM = sky130hd
export DESIGN_NAME = ALU_4_bit
export DESIGN_NICKNAME = ALU_4_bit
export VERILOG_FILES = /design/flow/design.v
export SDC_FILE = /design/flow/constraint.sdc
export NUM_CORES = 4
export LEC_CHECK = 1
export CORE_AREA = 10 10 70 70
export DIE_AREA = 0 0 80 80
[./constraint.sdc]
current_design ALU_4_bit

set clk_period 2.0
set clk_io_pct 0.2

create_clock -name clk0 -period $clk_period

set non_clock_inputs [all_inputs -no_clocks]
set_input_delay [expr $clk_period * $clk_io_pct] -clock clk0 $non_clock_inputs
set_output_delay [expr $clk_period * $clk_io_pct] -clock clk0 [all_outputs]
[./design.v]
module MUX_4_bit#(parameter n = 4)(
     input [n-2:0] a,
     input [n-1:0] b,
     input s, 
     output [n-1:0] f
     );
assign f = s? {1'b0,a}:b;
endmodule
module half_adder (input a,
           input b,
           output sum,
	   output carry 	 );
xor (sum, a, b);
and (carry, a, b);
endmodule
module full_adder(input ci,input x,input y,output s,output co);
wire c1,s1,c2;
half_adder ha1(x,y,s1,c1);
half_adder ha2(s1,ci,s,c2);
or or1(co,c1,c2);
endmodule
module full_4_adder_sub(input [3:0] a, input [3:0] b, input ci, output [3:0] s, output co);
wire c0, c1, c2, b0, b1, b2, b3;
xor(b0,ci,b[0]);
xor(b1,ci,b[1]);
xor(b2,ci,b[2]);
xor(b3,ci,b[3]);
full_adder fa1(ci, a[0], b0, s[0], c0);
full_adder fa2(c0, a[1], b1, s[1], c1);
full_adder fa3(c1, a[2], b2, s[2], c2);
full_adder fa4(c2, a[3], b3, s[3], co);
endmodule
`timescale 1ns / 1ps
module ALU_4_bit(input [3:0] a, input [3:0] b,input s1,input s2, output [3:0] f);
wire [3:0] o1; 
wire [3:0] o2;
full_4_adder_sub fas(a,b,s1,o1);
MUX_4_bit m1(a<<b,a&b,s1,o2);
MUX_4_bit m2(o1,o2,s2,f);
endmodule
==> results.rst <==
Flow metrics
------------

.. list-table::
   :header-rows: 1

   * - Metric
     - Value
   * - Port buffer count
     - 14
   * - Syn Inst Count
     - 30
   * - Global-route usage over all layers
     - 0.0259
   * - Warnings from Yosys
     - 2
   * - Switching pwr
     - 44.7 uW
   * - Headroom to the max-slew limit
     - 0.800
   * - Routed wire per std cell
     - 8.24 um
   * - Placed Area
     - 482 um2
   * - Sequential cells
     - 0
   * - DRT iter0 DRCs
     - 3
   * - Number of warnings the tools reported
     - 34
   * - Setup repair after global routing missed its margin
     - true
   * - Seq. cell area
     - 0 um2
   * - Final Max-Slew Violation Tally
     - 0
   * - Max-capacitance violation count
     - 0
   * - Routed wire length
     - 808 um
   * - Maximum number of pins on one net before global-route repair
     - 8
   * - P_leak
     - 0.000223 uW
   * - Highest attainable clock frequency
     - 502 MHz
   * - Routability congestion estimate from global placement
     - 0.793
   * - Largest voltage drop on the vdd net
     - 0.000103 V
   * - Cell area power density
     - 218 nW/um2
   * - Endpoint class of the critical path
     - primary output
   * - Switch share
     - 0.394
   * - Crit path launch type
     - primary input
   * - Total I/O pin count
     - 14
   * - WHS
     - 1.27 ns
   * - Drt drc
     - 0
   * - Area growth syn-to-layout
     - 110%
   * - Initial antenna violation count
     - 0
   * - Remaining number of nets flagged by the antenna check after routing
     - 0
   * - Post-route cell area
     - 522 um2
   * - Fillers
     - 406
   * - First-pass GRT wire length
     - 1.45 mm
   * - Post-synth top area cell
     - sky130_fd_sc_hd__xnor2_1
   * - Internal Power
     - 68.8 uW
   * - Part of the total power dissipated in the clock network
     - 0
   * - Largest cells by area after synthesis
     - sky130_fd_sc_hd__xnor2_1 14%, sky130_fd_sc_hd__fa_1 8.0%, sky130_fd_sc_hd__o41ai_2 6.5%
   * - Synthesized area
     - 249 um2
   * - Number of global-route vias before repair
     - 333
   * - Die Y
     - 80 um
   * - Type of the worst setup path
     - in2out
   * - Fraction of final layout cells with drive strength greater than 1
     - 0.596
   * - Core utilization of the finished layout
     - 0.153
   * - Std cell rows
     - 21
   * - Mean instance size in the synthesized netlist
     - 8.30 um2
   * - Slowest stage delay, CP
     - 0.37 ns
   * - Cell class contributing the biggest share of worst-path delay
     - XOR/XNOR gates
   * - Yosys synthesis chip area
     - 249 um2
   * - Power share of the combinational group
     - 1.000
   * - DRT Pass-1 Iters
     - 2
   * - Ant diodes
     - 0
   * - Number of vias after detailed routing
     - 303
   * - Share of the synthesized area in the top cell type
     - 0.141
   * - Number of hold-slack violations in the final timing report
     - 0
   * - Total die size
     - 6400 um2
   * - Clock buffer instance count of the final layout
     - 0
   * - CP Cell Sequence
     - buf_8 > xnor2_4 > fa_2 > xnor2_2 > xnor2_1 > nand2_1 > o41ai_2 > buf_2
   * - Initial core utilization
     - 0.0729
   * - Via count normalized by instance count
     - 3.09
   * - Horizontal die size
     - 80 um
   * - Worst-path fanout max
     - 2
   * - Final setup violation count
     - 0
   * - Sequential Power Share
     - 0
   * - Overflow left after global routing
     - 0
   * - Count of cell types in the netlist
     - 22
   * - Multi-input gate area in the final layout
     - 263 um2
   * - Core Footprint
     - 3420 um2
   * - Worst path slowest cell
     - sky130_fd_sc_hd__fa_2
   * - Arrival time at the worst endpoint
     - 1.59 ns
   * - Share of the cycle needed by the critical path after routing
     - 0.996
   * - Run status
     - finished, final reports clean
   * - Hold Path Class
     - in2out
   * - Min cycle time layout
     - 1.99 ns
   * - Cells in synth_stat.txt
     - 30
   * - Data required time of the worst path
     - 1.60 ns
   * - Worst slew pin tran
     - 0.299 ns
   * - Crit path buf inv count
     - 2
   * - Setup TNS
     - 0 ns
   * - Proportion of synthesized chip area in sequential cells
     - 0
final cells by class:
type | instances | area share
multi-input cells | 26 | 0.504
repair buffers | 24 | 0.372
well taps | 46 | 0.110
inverters | 2 | 0.0144
worst paths after layout:
path | slack, ns | from | to | cells past startpoint
max | 0.009 | b[1] | f[2] | 8
min | 1.27 | b[2] | f[2] | 4
stage by stage:
step	std cells	power [uW]	setup WS, ns
after global placement	96	105	-0.827
final	98	114	0.00853
after detailed placement	96	107	-0.866
after CTS	97	109	-0.0330
after floorplan	30	46.3	0.110
after global routing	98	127	-0.109
synthesized netlist by cell type (all sizes together):
| cell type | n |
|---|---|
| a211oi | 1 |
| a21oi | 1 |
| a221oi | 1 |
| a22oi | 1 |
| a31oi | 1 |
| and2b | 1 |
| and3 | 1 |
| buf | 1 |
| clkbuf | 1 |
| fa | 1 |
| inv | 2 |
| mux2 | 1 |
| mux2i | 1 |
| nand2 | 3 |
| nand2b | 1 |
| nor2 | 2 |
| nor2b | 1 |
| nor4b | 1 |
| o21ai | 3 |
| o41ai | 1 |
| xnor2 | 4 |
power by group through the flow:
stage,Sequential (uW),Clock (uW),Combinational (uW)
final,0,0,114
after global routing,0,0,127
after CTS,0,0,109
layout by cell type, fill, tap and decap left out, drive strengths merged, types with 2 or more instances in the layout:
master	n
buf	16
xnor2	4
nand2	3
o21ai	3
clkbuf	3
clkdlybuf4s50	3
nor2	2
dlygate4sd2	2
inv	2
repair_timing:
item | in CTS | in global routing
gates resized | 39 | 13
pin swaps | 7 | 5
setup endpoints to repair | 4 | 2
buffers inserted | 1 | 1
hold buffers | 0 | 0
per-layer routing:
layer  track usage  up-vias  wire length [um]
li1              -      155                 -
met1        0.0372      137               389
met2        0.0369       11               352
met3        0.0114        0                67
met4             0        0                 0
met5             0        -                 0
kinds of logic after synthesis:
| family | count (synthesis) | share of synthesized area |
|---|---|---|
| adders and majority gates | 1 | 0.0804 |
| xor gates and xnor gates | 4 | 0.141 |
| muxes | 2 | 0.0854 |
| and+or+nand+nor | 10 | 0.276 |
| buffers and inverters | 4 | 0.131 |
| AOI/OAI and AO/OA | 9 | 0.286 |
No activity file was given, so power comes from the tool's default toggle rates.
